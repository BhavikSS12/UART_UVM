## flow/config.mk

```make
export PLATFORM = sky130hd
export DESIGN_NAME = uart_top
export DESIGN_NICKNAME = uart_top
export VERILOG_FILES = /design/flow/design.v
export SDC_FILE = /design/flow/constraint.sdc
export NUM_CORES = 4
export LEC_CHECK = 1
export CORE_UTILIZATION = 40
```

## flow/constraint.sdc

```tcl
current_design uart_top

set clk_period 3.1
set clk_io_pct 0.2

create_clock -name clk0 -period $clk_period [get_ports {clk}]

set non_clock_inputs [all_inputs -no_clocks]
set_input_delay [expr $clk_period * $clk_io_pct] -clock clk0 $non_clock_inputs
set_output_delay [expr $clk_period * $clk_io_pct] -clock clk0 [all_outputs]
```

## flow/design.v

```verilog
module uart_rx #(
    parameter CLKS_PER_BIT = 868
)(
    input  logic       clk,
    input  logic       rst_n,
    input  logic       rx_serial,
    output logic [7:0] rx_data,
    output logic       rx_done,
    output logic       parity_error,
    output logic       frame_error
);
    typedef enum logic [2:0] {
        IDLE    = 3'b000,
        START   = 3'b001,
        DATA    = 3'b010,
        PARITY  = 3'b011,
        STOP    = 3'b100,
        CLEANUP = 3'b101
    } state_t;
    state_t state;
    logic [15:0] clk_count;
    logic [2:0]  bit_index;
    logic [7:0]  rx_data_reg;
    logic        rx_serial_reg;
    logic        parity_bit;
    logic        calc_parity;
    always_ff @(posedge clk or negedge rst_n) begin
        if (!rst_n) begin
            state         <= IDLE;
            clk_count     <= 0;
            bit_index     <= 0;
            rx_data       <= 8'h00;
            rx_data_reg   <= 8'h00;
            rx_done       <= 1'b0;
            parity_error  <= 1'b0;
            frame_error   <= 1'b0;
            rx_serial_reg <= 1'b1;
            parity_bit    <= 1'b0;
        end else begin
            rx_serial_reg <= rx_serial;
            case (state)
                IDLE: begin
                    rx_done      <= 1'b0;
                    clk_count    <= 0;
                    bit_index    <= 0;
                    parity_error <= 1'b0;
                    frame_error  <= 1'b0;
                    if (rx_serial_reg == 1'b0) begin   
                        state <= START;
                    end
                end
                START: begin
                    if (clk_count == (CLKS_PER_BIT - 1) / 2) begin
                        if (rx_serial_reg == 1'b0) begin
                            clk_count <= 0;
                            state     <= DATA;
                        end else begin
                            state <= IDLE;   
                        end
                    end else begin
                        clk_count <= clk_count + 1;
                    end
                end
                DATA: begin
                    if (clk_count < CLKS_PER_BIT - 1) begin
                        clk_count <= clk_count + 1;
                    end else begin
                        clk_count                <= 0;
                        rx_data_reg[bit_index]   <= rx_serial_reg;
                        if (bit_index < 7) begin
                            bit_index <= bit_index + 1;
                        end else begin
                            bit_index <= 0;
                            state     <= PARITY;
                        end
                    end
                end
                PARITY: begin
                    if (clk_count < CLKS_PER_BIT - 1) begin
                        clk_count <= clk_count + 1;
                    end else begin
                        clk_count    <= 0;
                        parity_bit   <= rx_serial_reg;
                        calc_parity  <= ^rx_data_reg;   
                        state        <= STOP;
                    end
                end
                STOP: begin
                    if (clk_count < CLKS_PER_BIT - 1) begin
                        clk_count <= clk_count + 1;
                    end else begin
                        clk_count <= 0;
                        if (rx_serial_reg == 1'b1) begin
                            frame_error <= 1'b0;
                        end else begin
                            frame_error <= 1'b1;
                        end
                        if (parity_bit == calc_parity) begin
                            parity_error <= 1'b0;
                        end else begin
                            parity_error <= 1'b1;
                        end
                        rx_data  <= rx_data_reg;
                        rx_done  <= 1'b1;
                        state    <= CLEANUP;
                    end
                end
                CLEANUP: begin
                    rx_done <= 1'b0;
                    state   <= IDLE;
                end
                default: state <= IDLE;
            endcase
        end
    end
endmodule
module uart_top #(
    parameter CLKS_PER_BIT = 868
)(
    input  logic       clk,
    input  logic       rst_n,
    input  logic       tx_start,
    input  logic [7:0] tx_data,
    output logic       tx_serial,
    output logic       tx_done,
    output logic       tx_active,
    input  logic       rx_serial,
    output logic [7:0] rx_data,
    output logic       rx_done,
    output logic       parity_error,
    output logic       frame_error
);
    uart_tx #(
        .CLKS_PER_BIT(CLKS_PER_BIT)
    ) u_uart_tx (
        .clk        (clk),
        .rst_n      (rst_n),
        .tx_start   (tx_start),
        .tx_data    (tx_data),
        .tx_serial  (tx_serial),
        .tx_done    (tx_done),
        .tx_active  (tx_active)
    );
    uart_rx #(
        .CLKS_PER_BIT(CLKS_PER_BIT)
    ) u_uart_rx (
        .clk          (clk),
        .rst_n        (rst_n),
        .rx_serial    (rx_serial),
        .rx_data      (rx_data),
        .rx_done      (rx_done),
        .parity_error (parity_error),
        .frame_error  (frame_error)
    );
endmodule
module uart_tx #(
    parameter CLKS_PER_BIT = 868   
)(
    input  logic       clk,
    input  logic       rst_n,
    input  logic       tx_start,
    input  logic [7:0] tx_data,
    output logic       tx_serial,
    output logic       tx_done,
    output logic       tx_active
);
    typedef enum logic [2:0] {
        IDLE    = 3'b000,
        START   = 3'b001,
        DATA    = 3'b010,
        PARITY  = 3'b011,
        STOP    = 3'b100,
        CLEANUP = 3'b101
    } state_t;
    state_t state;
    logic [15:0] clk_count;
    logic [2:0]  bit_index;
    logic [7:0]  tx_data_reg;
    logic        parity_bit;
    always_ff @(posedge clk or negedge rst_n) begin
        if (!rst_n) begin
            state       <= IDLE;
            clk_count   <= 0;
            bit_index   <= 0;
            tx_serial   <= 1'b1;
            tx_done     <= 1'b0;
            tx_active   <= 1'b0;
            tx_data_reg <= 8'h00;
            parity_bit  <= 1'b0;
        end else begin
            case (state)
                IDLE: begin
                    tx_serial   <= 1'b1;
                    tx_done     <= 1'b0;
                    clk_count   <= 0;
                    bit_index   <= 0;
                    tx_active   <= 1'b0;
                    if (tx_start) begin
                        tx_data_reg <= tx_data;
                        tx_active   <= 1'b1;
                        parity_bit  <= ^tx_data;   
                        state       <= START;
                    end
                end
                START: begin
                    tx_serial <= 1'b0;   
                    if (clk_count < CLKS_PER_BIT - 1) begin
                        clk_count <= clk_count + 1;
                    end else begin
                        clk_count <= 0;
                        state     <= DATA;
                    end
                end
                DATA: begin
                    tx_serial <= tx_data_reg[bit_index];
                    if (clk_count < CLKS_PER_BIT - 1) begin
                        clk_count <= clk_count + 1;
                    end else begin
                        clk_count <= 0;
                        if (bit_index < 7) begin
                            bit_index <= bit_index + 1;
                        end else begin
                            bit_index <= 0;
                            state     <= PARITY;
                        end
                    end
                end
                PARITY: begin
                    tx_serial <= parity_bit;
                    if (clk_count < CLKS_PER_BIT - 1) begin
                        clk_count <= clk_count + 1;
                    end else begin
                        clk_count <= 0;
                        state     <= STOP;
                    end
                end
                STOP: begin
                    tx_serial <= 1'b1;   
                    if (clk_count < CLKS_PER_BIT - 1) begin
                        clk_count <= clk_count + 1;
                    end else begin
                        clk_count <= 0;
                        tx_done   <= 1'b1;
                        state     <= CLEANUP;
                    end
                end
                CLEANUP: begin
                    tx_done   <= 1'b0;
                    tx_active <= 1'b0;
                    state     <= IDLE;
                end
                default: state <= IDLE;
            endcase
        end
    end
endmodule
```

## flow/run.sh

```bash
#!/bin/bash
# OpenROAD 26Q1-2900-gdf79404cd8, Yosys 0.63+post, stock flow scripts
make -C /OpenROAD-flow-scripts/flow DESIGN_CONFIG=/design/flow/config.mk WORK_HOME=/design/flow/orfs finish
```

==> run notes <==
TritonRoute output was used to compute an average wire per cell of 14.0 µm. The run gives 3.9% as the combinational group share of total power. Number of inserted diodes: 0. Part of the cycle the worst path needs: 77.9%. Along the worst path, the maximum fanout reaches 16. The reg-to-reg startpoint is u_uart_rx.clk_count[1]$_DFFE_PN0P_. Synthesis handed over a netlist of 420 instances. The run gives 2 for the number of warnings reported in the yosys synthesis log. The commonest cells after synthesis are sky130_fd_sc_hd__dfrtp_1 (79), sky130_fd_sc_hd__nand2_1 (46), sky130_fd_sc_hd__a31oi_1 (26). Among the non-sequential cells, simple AND/OR/NAND/NOR gates take the most area. Dividing the detail-routed via count by the number of cells gives 5.34.

The tools report the initial detailed-routing violation count as 161. Once the clock tree was built, the resizer swapped 0 gates to a different size. The longest incremental delay of any stage on the critical path is reported as 0.46 ns. The run gives 10,300 µm² as the core area. Averaged over all synthesized cells, the footprint is 10.1 µm². On the critical path, the stage with the largest delay is an instance of sky130_fd_sc_hd__or4b_4.

The number of buffers added on ports is 25. The die boundary height was 105 µm. The arithmetic-cell share of the synthesized area counting full adders, half adders and majority gates is 2.05%. The tightest min-delay check is of the in2async type.

The number of cells in Yosys stat came out at 420. Across all checked pins, the minimum headroom to the slew limit is 58.1%. The most common cell in the netlist is sky130_fd_sc_hd__dfrtp_1. The die span in x is 105 µm, and the max-cap check violation count is 0. The worst setup path is launched from a register. The count of endpoints failing setup in the final report came out at 0. For the leakage component of the power, the log shows 2.13 nW. TritonCTS built the clock tree. Data on the critical path arrives at its endpoint at 2.65 ns. The run gives 26 for the number of placed I/O pins. With the detailed-routing iteration count for the pre-antenna-repair pass at 4, the accumulated negative setup slack is 0 ns.

RePlAce ended its routability-driven mode at a weighted congestion of 0.809. The run gives 0.0169 ns for the worst clock skew on the final layout. The run gives 0 as the count of hold buffers inserted by post-cts repair. Most common flop cell mapped by yosys: sky130_fd_sc_hd__dfrtp_1. The final max-slew violation count recorded for this run is 0. For reference, the top cells by area after synthesis are sky130_fd_sc_hd__dfrtp_1 (46%), sky130_fd_sc_hd__mux2_2 (5.8%), sky130_fd_sc_hd__nand2_1 (4.1%).

For the first-pass GRT wire length, the log shows 15,100 µm. The run gives 3.49% for the post-synthesis share of cell area spent on xor and xnor gates. Per the synthesis report, the number of distinct cell types is 57. The internal reg-to-reg setup slack came out at 0.69 ns. Listed in order, past its start point the critical path passes inv_1, ha_1, or4b_4, nor4_4, o2bb2ai_2, buf_4, a21bo_2, a22o_1.

Counting the buffers created by CTS gives 9. Per the final timing report, the hold violations number 0. The flow reported a cell area power density of 394 nW/µm².

Of the total power, the clock network draws 36.8%. Summed over all layers, the routed wires come to 8170 µm. Of the post-synthesis cell area, the part taken by muxes is 8.04%. The non-filler instance count after layout was 584. In this run the remaining antenna-violating nets after routing total 0.

The largest area contributor in the synthesized netlist was sky130_fd_sc_hd__dfrtp_1. The root buffer cell was sky130_fd_sc_hd__clkbuf_8. The transition at the pin with the smallest max-transition slack was 0.626 ns.

Clock period minus final worst setup slack: 2.41 ns. The flow ran to the end, and the final reports show no timing, DRC or antenna violations. The multi-input logic area came out at 2000 µm².

The power report lists cell-internal power as 0.00144 W. The run gives 0 as the post-CTS setup-driven buffer insertion count. Initial antenna violation count: 0. Per the synthesis report, the single largest cell type by area occupies 46.4% of cell area. By startpoint and endpoint, the worst setup path is classified as reg2reg. For the starting density of the core, the log shows 41.3%. Of the cells placed in the final design, the portion with a size suffix greater than 1 is 12.7%.

The number of clock sinks came out at 84. The logs give 59.3% for the sequential group share of total power and 49.5% for the proportion of synthesized chip area in sequential cells. For the total global routing track utilization, the log shows 17.2%. Per the GRT congestion report, total overflow comes to 0. The number of design rule violations left after detail routing came out at 0. The run gives 12.4% for the growth of design area from synthesis to finish. The critical path capture point type was a register. The simple-gate share of the synthesized area works out to 17.7%.

With the chip area estimate from yosys synthesis at 4260 µm², the switching part of the total is 23.6%. The run gives 0.36 ns as the clock network latency to the later pin of the worst-skew pair. Flip-flop and latch area: 2110 µm². Summing the areas of all compound-gate instances in the mapped netlist gives 15.7% of the synthesized area.

The number of cell rows is 37, and the number of warnings in the stage logs is 28. The maximum buffer depth of the clock tree came out at 2. Setup repair after global routing left no endpoint under its margin. The cell area that synthesis handed to floorplanning was 4260 µm². Sum of net half-perimeters after detailed placement: 5560 µm. Number of flops mapped to enable cells by yosys: 1.

The critical path contains buffers and inverters numbering 2 combined. With the clock slew at the register clock pins of the worst setup and hold paths at 0.08 ns, the maximum level of the CTS H-tree is 3. For the total die size, the log shows 11,100 µm². Power comes to 0.00189 W. Per the detail_route report, the via count comes to 3,121. The OpenROAD report gives the critical path a required time of 3.33 ns. The end of the worst register-to-register path is u_uart_rx.clk_count[8]$_DFFE_PN0P_. Measured in cells, the most critical reg-to-reg path has a length of 8. Summed over all nets, the switching power comes to 0.000447 W. Per the placement report, the placed cell count is 568. Of all flip-flops after synthesis, the portion carrying an async set or reset was 98.8%. The run gives 0.295 mV as the peak ir drop on the vdd network. Per the layout report, the design carries 977 filler cells.

Entering global routing, the biggest net connects 48 pins. Counting flops and latches in the post-synthesis netlist gives 84. The run gives 414 MHz for the maximum clock frequency. Dominant delay contributor by cell family on the critical path: simple AND/OR/NAND/NOR gates. For the via count of the first global-routing pass, the log shows 3,155.
[area by class of cell]
cell class,instances,area share (%)
Clock inverter,5,0.783
Clock buffer,11,2.74
Tap cell,136,3.55
Inverter,16,1.25
Timing Repair Buffer,29,5.80
Sequential cell,84,44.1
Multi-Input combinational cell,303,41.8
[per-layer routing]
| layer | wire length [µm] | track usage [%] | up-vias |
|---|---|---|---|
| met4 | 87 | 1.41 | 0 |
| met5 | 0 | 0 | - |
| met2 | 3600 | 25.0 | 39 |
| met1 | 4260 | 28.9 | 1497 |
| met3 | 224 | 3.60 | 8 |
| li1 | - | - | 1577 |
[worst register-to-register path, stage by stage (launching register included)]
cell and delay (ns):
sky130_fd_sc_hd__dfrtp_1 0.41, sky130_fd_sc_hd__inv_1 0.08, sky130_fd_sc_hd__ha_1 0.13, sky130_fd_sc_hd__or4b_4 0.46
sky130_fd_sc_hd__nor4_4 0.37, sky130_fd_sc_hd__o2bb2ai_2 0.23, sky130_fd_sc_hd__buf_4 0.25, sky130_fd_sc_hd__a21bo_2 0.20
sky130_fd_sc_hd__a22o_1 0.17
[per-stage QoR]
stage	hold slack (ns)	instance area [µm²]	util (%)	setup slack [ns]
6_report	0.222	4790	46.4	0.686
3_3_place_gp	0.468	4620	44.8	0.749
3_5_place_dp	0.469	4620	44.8	0.700
5_1_grt	0.237	4790	46.4	0.516
4_1_cts	0.226	4790	46.4	0.670
2_1_floorplan	0.324	4260	-	0.991
[cells in the final DEF, fill, tap and decap left out, types with 5 or more instances in the layout]
cell type / n
sky130_fd_sc_hd__a21o_1: 5
sky130_fd_sc_hd__a21oi_1: 25
sky130_fd_sc_hd__a31oi_1: 26
sky130_fd_sc_hd__and3_1: 12
sky130_fd_sc_hd__buf_4: 5
sky130_fd_sc_hd__clkbuf_8: 9
sky130_fd_sc_hd__clkdlybuf4s50_1: 24
sky130_fd_sc_hd__dfrtp_1: 79
sky130_fd_sc_hd__ha_1: 7
sky130_fd_sc_hd__inv_1: 16
sky130_fd_sc_hd__mux2_2: 22
sky130_fd_sc_hd__mux2i_1: 5
sky130_fd_sc_hd__nand2_1: 46
sky130_fd_sc_hd__nand2b_1: 8
sky130_fd_sc_hd__nand3_1: 16
sky130_fd_sc_hd__nand4_1: 6
sky130_fd_sc_hd__nor2_1: 24
sky130_fd_sc_hd__nor3_1: 6
sky130_fd_sc_hd__o21ai_0: 21
sky130_fd_sc_hd__xnor2_1: 15
[worst max-delay path by stage]
stage,startpoint,end,slack [ns],cells after the start
after CTS,u_uart_rx.clk_count[1]$_DFFE_PN0P_,u_uart_rx.clk_count[8]$_DFFE_PN0P_,0.67,8
after global routing,u_uart_rx.clk_count[1]$_DFFE_PN0P_,u_uart_rx.clk_count[8]$_DFFE_PN0P_,0.52,8
final,u_uart_rx.clk_count[1]$_DFFE_PN0P_,u_uart_rx.clk_count[8]$_DFFE_PN0P_,0.69,8
[power by group through the flow]
stage,Sequential (W),Combinational (W),Clock (W)
CTS,0.00112,0.0000768,0.000735
global route,0.00112,0.0000839,0.000783
finish,0.00112,0.0000735,0.000695
[logic make-up (layout without fill, tap and decap cells)]
| kind of cell | Yosys count | after routing |
|---|---|---|
| simple gates | 144 | 144 |
| xor+xnor | 17 | 17 |
| buf+inv | 33 | 61 |
| compound gates | 106 | 106 |
| fa+ha+maj | 7 | 7 |
| mux | 29 | 29 |
| flops | 84 | 84 |
Power and IR drop assume default switching activity.
